File: design/flow/config.mk
export PLATFORM = sky130hd
export DESIGN_NAME = top_novelty
export DESIGN_NICKNAME = top_novelty
export VERILOG_FILES = /design/flow/design.v
export SDC_FILE = /design/flow/constraint.sdc
export NUM_CORES = 4
export LEC_CHECK = 1
export CORE_UTILIZATION = 30
File: design/flow/constraint.sdc
current_design top_novelty

set clk_period 4.1
set clk_io_pct 0.2

create_clock -name clk0 -period $clk_period [get_ports {clk}]

set non_clock_inputs [all_inputs -no_clocks]
set_input_delay [expr $clk_period * $clk_io_pct] -clock clk0 $non_clock_inputs
set_output_delay [expr $clk_period * $clk_io_pct] -clock clk0 [all_outputs]
File: design/flow/design.v
module top_novelty (
    input clk,             
    input reset_n,         
    input rx_pin,          
    output tx_pin,         
    output [5:0] leds      
);
    wire [7:0] rx_data;
    wire rx_tick;
    wire tx_busy;
    reg tx_start;
    wire [7:0] weight;
    reg [3:0] addr = 4'd0;
    reg [15:0] energy_acc = 16'd0;
    uart_rx #(.CLK_FREQ(27000000), .BAUD(115200)) rx_inst (
        .clk(clk), .rx(rx_pin), .data(rx_data), .tick(rx_tick)
    );
    uart_tx #(.CLK_FREQ(27000000), .BAUD(115200)) tx_inst (
        .clk(clk), .start(tx_start), .data(rx_data), .tx(tx_pin), .busy(tx_busy)
    );
    weight_bram mem_inst (.clka(clk), .addra(addr), .douta(weight));
    assign leds = (energy_acc[11:4] > weight) ? 6'b000000 : 6'b111111;
    always @(posedge clk) begin
        tx_start <= 1'b0;
        if (!reset_n) begin
            addr <= 4'd0;
            energy_acc <= 16'd0;
        end else if (rx_tick) begin
            addr <= addr + 4'd1;
            energy_acc <= (energy_acc >> 1) + {8'd0, rx_data};
            if (!tx_busy) tx_start <= 1'b1;
        end
    end
endmodule
module uart_rx #(parameter CLK_FREQ = 27000000, parameter BAUD = 115200) (
    input clk, input rx, output reg [7:0] data, output reg tick
);
    localparam WAIT_COUNT = CLK_FREQ / BAUD;
    localparam HALF_COUNT = WAIT_COUNT / 2;
    reg [31:0] count = 32'd0;
    reg [3:0] state = 4'd0;
    reg receiving = 1'b0;
    always @(posedge clk) begin
        tick <= 1'b0;
        if (!receiving) begin
            if (rx == 1'b0) begin
                if (count < HALF_COUNT) count <= count + 32'd1;
                else begin count <= 32'd0; receiving <= 1'b1; state <= 4'd0; end
            end else count <= 32'd0;
        end else begin
            if (count < WAIT_COUNT - 1) count <= count + 32'd1;
            else begin
                count <= 32'd0;
                if (state < 4'd8) begin data[state[2:0]] <= rx; state <= state + 4'd1; end
                else begin receiving <= 1'b0; tick <= 1'b1; end
            end
        end
    end
endmodule
module uart_tx #(parameter CLK_FREQ = 27000000, parameter BAUD = 115200) (
    input clk, input start, input [7:0] data, output reg tx, output reg busy
);
    localparam WAIT_COUNT = CLK_FREQ / BAUD;
    reg [31:0] count = 32'd0;
    reg [3:0] state = 4'd0;
    reg [7:0] d_reg;
    initial tx = 1'b1;
    initial busy = 1'b0;
    always @(posedge clk) begin
        if (!busy) begin
            if (start) begin d_reg <= data; busy <= 1'b1; state <= 4'd0; count <= 32'd0; tx <= 1'b0; end
        end else begin
            if (count < WAIT_COUNT - 1) count <= count + 32'd1;
            else begin
                count <= 32'd0;
                if (state < 4'd8) begin tx <= d_reg[state[2:0]]; state <= state + 4'd1; end
                else if (state == 4'd8) begin tx <= 1'b1; state <= state + 4'd1; end
                else busy <= 1'b0;
            end
        end
    end
endmodule
module weight_bram (input clka, input [3:0] addra, output reg [7:0] douta);
    reg [7:0] rom [0:15];
    initial begin
        rom[0]=8'h07; rom[1]=8'h15; rom[2]=8'h08; rom[3]=8'h12;
        rom[4]=8'h1e; rom[5]=8'h21; rom[6]=8'h08; rom[7]=8'h22;
        rom[8]=8'h09; rom[9]=8'h22; rom[10]=8'h0a; rom[11]=8'h1a;
        rom[12]=8'h1e; rom[13]=8'h0c; rom[14]=8'h1e; rom[15]=8'h06;
    end
    always @(posedge clka) douta <= rom[addra];
endmodule
File: design/flow/run.sh
#!/bin/bash
# OpenROAD 26Q1-2900-gdf79404cd8, Yosys 0.63+post, stock flow scripts
make -C /OpenROAD-flow-scripts/flow DESIGN_CONFIG=/design/flow/config.mk WORK_HOME=/design/flow/orfs finish
==> impl_metrics.yaml <==
# yosys + openroad results
floorplanning:
  num_rows: 47
  fp.coreArea_sq_mm: 0.0168
  die_h_microns: 134
  die_x_microns: 134
  io_pins: 10
  die-area_sq_mm: 0.0179
  fp_util: 0.310
synth:
  mux_area_frac: 0.0272
  ys_warn_count: 4
  top_cell_area_share: 0.329
  edf_count: 57
  synth_cell_type_count: 70
  ys_ff: 118
  synth-async-reset-ratio: 0
  yosysTopAreaCell: "edfxtp_1"
  postSynthSeqShare: 0.564
  yosys.area_share.simple: 0.133
  synth_area_sq_mm: 0.00520
  syn_inst: 449
  xor_share: 0.0438
  synth.cellmix.adderShare: 0.0785
  logic_family: "simple AND/OR/NAND/NOR gates"
  ys.flop_type: "dfxtp_1"
  synthAoiAreaFrac: 0.113
  syn_area_per_cell_sq_um: 11.6
  yosysCellCount: 449
  yosys-stat-area_sq_mm: 0.00520
  area_leaders: "edfxtp_1 33%, dfxtp_1 23%, ha_1 7.5%"
  top_cells_by_count: "61 x dfxtp_1, 57 x edfxtp_1, 35 x nor2_1"
  yosys.cell_count.top_type: "dfxtp_1"
min_path:
  hp-class: "reg -> reg"
sta:
  clock-skew-final_ns: 0.00560
  setup_tns_ns: 0
  final-setup-viol-count: 0
  finalHoldViolCount: 0
  period_used_share: 0.773
  rsz0062_at_grt: "no"
  hold_ws_ns: 0.470
  fmax_mhz: 316
  slew_violations: 0
  slew_headroom: 0.509
  finalCriticalPeriod_ns: 3.17
  max_slew.worst_pin.slew_ns: 0.736
finish:
  area_delta_synth_final_pct: 21.7
  final_util: 0.378
  fin_cells: 738
  layout-drive-gt1-share: 0.0927
  top_regs: "rx_inst.count x32, tx_inst.count x32, energy_acc x15"
flow_run:
  cap_violations: 0
  warnings: 38
grt:
  globalRouteTotalUtil: 0.0988
  grt_max_degree: 35
  grt_pass1_vias: 3059
  antenna_found_initial: 0
  grt_pass1_wl_mm: 14.0
  grt_overflow: 0
detailed_routing:
  antenna_left: 0
  vias_per_cell: 4.43
  route.detailed.drc: 0
  first_pass_iters: 4
  diodes: 0
  via_count: 3269
  drtIter0Drc: 212
  drt_wl_total_mm: 8.00
  post_drt_wl_per_cell_microns: 10.8
cts:
  cts_sinks: 118
  ctsLongestPathBuffers: 2
  cts_hold_buf: 0
  numCtsBuffers: 17
  post_cts_buffers: 0
  cts_resized: 0
  cts_tree: "yes"
  root_buffer: "clkbuf_16"
  cts_max_level: 4
  clk_latency_ns: 0.40
  path_clk_slew_ns: 0.05
setup_path:
  required_ns: 3.28
  worst_setup_path_start_kind: "flip-flop"
  rr_worst_depth: 7
  r2r-start: "rx_inst.data[0]"
  crit_path_end: "leds[4]"
  cp-startpoint: "energy_acc[5]"
  timing.rr.end: "energy_acc[14]"
  reg2reg_slack_ns: 1.74
  end_kind: "output port"
  arrival_ns: 2.35
  cp_max_fo: 6
  worstSetupPathType: "reg -> out"
placed_design:
  place_inst: 706
  gp_congestion: 0.798
  hpwlAfterDp_mm: 5.34
  io_buffers: 9
power_and_ir_drop:
  power_density_mw_per_mm2: 763
  vdd_drop_max_uv: 325
  p_leak_uw: 0.00242
status:
  status: "finished clean"
[metal layers]
layer | GRT usage | wire length, microns | vias to the layer above
li1 | - | - | 1698
met1 | 0.154 | 4010 | 1504
met2 | 0.145 | 3520 | 56
met3 | 0.0272 | 344 | 11
met4 | 0.0145 | 127 | 0
met5 | 0 | 0 | -
[critical path, stage by stage, from the launching register on]
cell,delay [ns]
dfxtp_1,0.33
ha_1,0.31
nor2b_1,0.13
o21a_1,0.16
o21a_1,0.16
o21ai_0,0.15
a21o_1,0.21
clkdlybuf4s50_1,0.50
[cells in the final DEF (no fill, tap or decap), types with 6 or more instances in the layout]
master,n
nor4_1,13
and2_1,9
inv_1,27
o21ai_0,17
clkdlybuf4s50_1,9
bufinv_16,6
nor2_1,35
nand2_1,27
nand3_1,17
edfxtp_1,57
ha_1,31
xnor2_1,11
dfxtp_1,61
a21oi_1,12
clkbuf_16,17
xor2_1,15
conb_1,48
[worst min path at each step]
stage              start             end  slack [ns]  cells past startpoint
5_1_grt   energy_acc[15]  energy_acc[15]        0.48                      1
4_1_cts   energy_acc[15]  energy_acc[15]        0.47                      1
6_report  energy_acc[15]  energy_acc[15]        0.47                      1
[power breakdown]
part	internal, uW	switching [uW]
logic	557	690
registers	1660	249
clock network	1170	501
total	3390	1440
[layout make-up]
class | instances | area, sq um
inverter | 28 | 105
fill | 1564 | 10400
clock buffer | 20 | 457
multi-input combinational | 330 | 2240
tap | 220 | 275
clock inverter | 12 | 223
timing repair buffer | 10 | 97.6
sequential | 118 | 2930
[logic make-up after synthesis]
family                   after synthesis
XOR/XNOR                              26
adder cells (fa/ha/maj)               32
flip-flops                           118
multiplexers                          10
other                                  1
buffers and inverters                 48
AND-OR/OR-AND                         78
AND/OR/NAND/NOR                      136
[per-stage QoR]
step	setup WS, ns	area, sq um	total power [uW]
after global placement	1.40	5650	3130
after detailed placement	1.33	5650	3170
after floorplan	1.84	5370	2850
after CTS	0.889	6330	4870
final	0.931	6330	4830
after global routing	0.783	6330	5150
Power figures rest on the tool's default switching activity, not on a simulated workload.
